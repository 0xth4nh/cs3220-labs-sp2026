## ./config.mk

```make
export PLATFORM = sky130hd
export DESIGN_NAME = adder_var_seq
export DESIGN_NICKNAME = adder_var_seq
export VERILOG_FILES = /design/flow/design.v
export SDC_FILE = /design/flow/constraint.sdc
export NUM_CORES = 4
export LEC_CHECK = 1
export CORE_AREA = 10 10 84 84
export DIE_AREA = 0 0 94 94
export SYNTH_HDL_FRONTEND = slang
```

## ./constraint.sdc

```tcl
current_design adder_var_seq

set clk_period 1.0
set clk_io_pct 0.2

create_clock -name clk0 -period $clk_period [get_ports {clk}]

set non_clock_inputs [all_inputs -no_clocks]
set_input_delay [expr $clk_period * $clk_io_pct] -clock clk0 $non_clock_inputs
set_output_delay [expr $clk_period * $clk_io_pct] -clock clk0 [all_outputs]
```

## ./design.v

```verilog
`timescale 1ns / 1ps
module adder_var_seq#(
    parameter DATA_WIDTH = 16
)(
    clk,
    rst_n,
    i_valid,         
    i_data,          
    o_valid,         
    o_data,          
    i_en             
);
    input                          clk;
    input                          rst_n;
    input  [2*DATA_WIDTH-1:0]      i_data;
    input  [1:0]                   i_valid;
    output [DATA_WIDTH:0]          o_data;
    output                         o_valid;
    input                          i_en;
    reg                            calcuate_en;
    reg    [DATA_WIDTH:0]          o_data_inner;
    reg                            o_valid_inner;
    wire   [DATA_WIDTH:0]          i_data_extend0;
    wire   [DATA_WIDTH:0]          i_data_extend1;
    assign i_data_extend0 = {{1{i_data[DATA_WIDTH - 1]}}, i_data[0+:DATA_WIDTH]};
    assign i_data_extend1 = {{1{i_data[2*DATA_WIDTH - 1]}}, i_data[DATA_WIDTH+:DATA_WIDTH]};
    always@(*)
    begin
        calcuate_en = i_valid[0] & i_valid[1] & i_en;
    end
    always@(posedge clk or negedge rst_n)
    begin
        if(!rst_n)
        begin
            o_data_inner <= {(DATA_WIDTH+1){1'b0}};
            o_valid_inner <= 1'b0;
        end
        else if(i_en)
        begin
            o_data_inner <= (calcuate_en)? (i_data_extend0 + i_data_extend1):{(DATA_WIDTH+1){1'b0}};
            o_valid_inner <= (calcuate_en)? 1'b1:1'b0;
        end
        else
        begin
            o_valid_inner <= 1'b0;
            o_data_inner <= {(DATA_WIDTH+1){1'b0}};
        end
    end
    assign o_data = o_data_inner;
    assign o_valid = o_valid_inner;
endmodule
```

## ./run.sh

```bash
#!/bin/bash
# OpenROAD 26Q1-2900-gdf79404cd8, Yosys 0.63+post, stock flow scripts
make -C /OpenROAD-flow-scripts/flow DESIGN_CONFIG=/design/flow/config.mk WORK_HOME=/design/flow/orfs finish
```

==> reports/qor.txt <==
Cells after Synth -> 155
Min-Delay Path Class -> input port to flip-flop
CTS max path bufs -> 2
Port Buf Inserts -> 54
number of vias per cell -> 4.592
CP Launch Type -> input port
first-iteration detailed-routing DRC count -> 63
GP Congestion -> 0.8901
Power Dens Cells -> 941.6 nW/µm²
wire per inst -> 13.32 µm
die area -> 8836 µm²
average size of a mapped cell -> 9.154 µm²
Worst Path Max Fanout -> 3
ys async rst share -> 100.0%
CTS tree -> done
Residual DRC -> 0
failing checks -> negative setup slack
hold path endpoint -> o_data[0]
outcome -> complete, but fails checks
final hold violation count -> 0
dpl cells -> 308
post-route minimum period -> 1655 ps
die width -> 94 µm
Synth cell types -> 42
RSZ-0062 raised after global routing -> yes
die y size -> 94 µm
I/O pin total -> 55
Synth flops -> 18
Detailed Place HPWL -> 3.450 mm
Ant. Diodes -> 0
Leak -> 1.216 nW
Top cells by area -> dfrtp_1, ha_1, a21oi_1
fillers -> 477
Final Setup Violations -> 14
number of enable flip-flop cells -> 0
Tot GR Track Use -> 9.716%
Congestion Overflow GR -> 0
period utilization -> 165.5%
worst hold slack -> 271.1 ps
Fin Setup TNS -> -6413 ps
total of max-cap violations -> 0
Hold Path Stages -> 3
crit path DRT -> 1160 ps
hold buffer count at CTS -> 0
Worst slew margin -> 77.58%
first-pass GRT wire length -> 7.196 mm
crit path kind -> input port to flip-flop
pins over their slew limit -> 0
Reg clk slew, reported paths -> 60 ps
CP endpoint kind -> flip-flop
FP Core Util -> 27.26%
Root Driver -> clkbuf_8
worst-case vdd ir drop -> 0.4245 mV
max frequency -> 604.1 MHz
share of cells above drive strength 1 -> 53.01%
sequential share of the synthesized area -> 31.75%
count leader, synth -> dfrtp_1
initial antenna violation count -> 0
Yosys top cell by area -> dfrtp_1
Chip Area, Yosys -> 1419 µm²
CORE AREA -> 5205 µm²
tool warnings -> 28
Vias -> 1465
Most common reg cell -> dfrtp_1
fin worst setup slack -> -655.2 ps
post-route ant nets -> 0
Area Growth Syn to Fin -> 90.39%
num rows -> 26
Yosys warnings -> 0
Crit path arrival time -> 1820 ps
CTS buffer count -> 3
Dominant cell area share -> 31.75%
vias in the first global route -> 1546
top cells by count -> dfrtp_1, a21oi_1, ha_1, nand2_1, nor2_1
DRT Wirelength -> 4.248 mm
Detailed Routing Iterations Pass 1 -> 4
# Cells Yosys -> 155
hold path start -> i_data[0]
clk sinks -> 18
largest net degree at the start of global routing -> 19
Layout Cells excl Fill -> 319
Slew @ Worst Pin -> 336.3 ps
Synth Cell Area -> 1419 µm²
Clock H-tree levels -> 1
==> layer usage <==
metal	GRT usage [%]	part of all wire [%]	up-vias
li1	-	-	766
met1	14.01	51	663
met2	15.44	44	34
met3	1.616	4.5	2
met4	0.8861	0.35	0
met5	0	0	-
==> per-stage QoR <==
stage          utilization, %  setup slack [ps]  total power, mW  area [µm²]
2_1_floorplan               -            -722.6            1.290        1515
3_3_place_gp            45.58             -1310            1.763        2372
3_5_place_dp            45.58             -1349            1.765        2372
4_1_cts                 52.48            -638.8            2.540        2731
5_1_grt                 51.90            -744.4            2.713        2701
6_report                51.90            -655.2            2.544        2701
==> placed cells by master (no fill, tap or decap), types with 4 or more instances in the layout <==
cell type,n
clkdlybuf4s50_1,10
a21oi_1,9
clkbuf_2,14
dlygate4sd2_1,8
buf_6,12
nor3_2,5
a21oi_2,5
nor2_1,10
o21ai_0,6
buf_4,33
clkbuf_8,4
buf_2,9
nand2_1,9
clkdlybuf4s15_1,7
dfrtp_1,18
a21o_1,4
ha_4,14
inv_2,4
==> how the worst max path moves through the flow <==
stage	start	to	slack (ps)
CTS	i_data[16]	o_data[16]	-640
global route	i_data[16]	o_data[14]	-740
finish	i_data[16]	o_data[14]	-660
==> flip-flops by register name (all words and copies together) (netlist names) <==
name / count
o_valid: 1
o_data: 17
==> logic make-up after synthesis <==
family | after synthesis | synth area share, %
compound gates | 54 | 27.07
simple gates | 47 | 16.67
flops | 18 | 31.75
fa+ha+maj | 17 | 15.52
buf+inv | 12 | 4.585
xor+xnor | 6 | 3.704
mux | 1 | 0.7055
==> critical path, cell delays in order <==
cell and delay [ps]:
buf_6 100, ha_4 150, inv_2 50, fa_2 190
and2b_2 230, o2111a_1 260, buf_4 140, o211ai_1 220
a21oi_1 120, nor3b_2 170
==> power breakdown <==
group          internal [mW]  total, mW  switching (mW)
logic                  0.669       1.22           0.549
registers              0.759      0.766         0.00769
clock network          0.349      0.560           0.211
==> final cells by class <==
class / count / area, µm² / area share (%)
Clock buffer: 4 / 55.05 / 2.038
Multi-Input combinational cell: 125 / 1305 / 48.31
Inverter: 6 / 22.52 / 0.8337
Tap cell: 70 / 87.58 / 3.242
Timing Repair Buffer: 96 / 780.7 / 28.90
Sequential cell: 18 / 450.4 / 16.67
==> what timing repair did <==
item,in CTS,in global routing
resized,158,21
cloned,0,0
setup endpoints to repair,35,29
pin swaps,45,8
setup buffers,7,0
Power is estimated from default activity; no workload was simulated.
